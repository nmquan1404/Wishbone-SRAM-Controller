===== flow/design.v =====
`timescale 1ns / 1ps
module SRAMController(
input [31:0] s_addr,
input [31:0] s_wdata,
input s_we,
input s_access,
input clk,
input rst,
output reg [31:0] s_rdata,
output reg sram_wr_finish,
output reg [16:0] Sram_addr,
output reg Sram_wen,
output reg Sram_oen,
output reg Sram_cen,
inout [7:0] Sram_iodata
);
reg [2:0] count;
reg [31:0] data;
reg [7:0] temp_data;
assign Sram_iodata = (s_access && s_we)?temp_data:8'bz;
always @(posedge clk or posedge rst) begin
    if(rst) begin
        count = 0;
        data = 0;
        temp_data = 0;
        Sram_wen = 1;
        Sram_oen = 1;
        Sram_cen = 1;
        sram_wr_finish = 0;
    end
    else if(s_access) begin              
        if(s_we)begin                    
            Sram_cen = 0;               
            Sram_wen = 0;
            sram_wr_finish = 0;
            Sram_addr = s_addr;
            data = s_wdata;
            if(count == 0) begin
                temp_data = data[7:0];
            end
            else if(count == 1) begin
                temp_data = data[15:8];
                Sram_addr = Sram_addr + 1;
            end
            else if(count == 2) begin
                temp_data = data[23:16];
                Sram_addr = Sram_addr + 2;
            end
            else if(count == 3) begin
                temp_data = data[31:24];
                Sram_addr = Sram_addr + 3;
                sram_wr_finish = 1;
            end
            else if(count == 4) begin 
                count = -1;
                Sram_cen = 1;
                Sram_wen = 1;
                temp_data = 8'bz;
            end
            count = count + 1;
        end
        else begin                               
            Sram_cen = 0;               
            Sram_oen = 0;
            Sram_wen = 1;
            sram_wr_finish = 0;
            Sram_addr = s_addr;
            if(count == 0) begin
                count = 1;
            end
            else if(count == 1) begin
                s_rdata[7:0] = Sram_iodata;
                Sram_addr = Sram_addr + 1;
                count = 2;
            end
            else if(count == 2) begin
                s_rdata[7:0] = Sram_iodata;
                Sram_addr = Sram_addr + 2;
                count = 3;
            end
            else if(count == 3) begin
                s_rdata[15:8] = Sram_iodata;
                Sram_addr = Sram_addr + 3;
                count = 4;
            end
            else if(count == 4) begin
                s_rdata[23:16] = Sram_iodata;
                Sram_addr = Sram_addr + 3;
                count = 5;
            end
            else if(count == 5) begin
                s_rdata[31:24] = Sram_iodata;
                sram_wr_finish = 1;
                count = 6;
            end
            else if(count == 6) begin 
                count = 0;
                Sram_cen = 1;
                Sram_oen = 1;
            end
        end
    end
end
endmodule
`timescale 1ns / 1ps
module WB_SRAM_Controller(
input CLK_I,
input RST_I,
input [31:0] ADR_O,
input [31:0] DAT_O,
input WE_O,
input STB_O,
input CYC_O,
inout [7:0] Sram_data,
output [31:0] DAT_I,
output ACK_I,
output [16:0] Sram_addr,
output Sram_wen,
output Sram_oen,
output Sram_cen
    );
wire [31:0] s_addr;
wire [31:0] s_rdata;
wire [31:0] s_wdata;
wire s_we;
wire sram_wr_finish;
wire s_access;
WB_slave_interface wb(.CLK_I(CLK_I),
                   .RST_I(RST_I),
                   .ADR_O(ADR_O),
                   .DAT_O(DAT_O),
                   .WE_O(WE_O),
                   .STB_O(STB_O),
                   .CYC_O(CYC_O),
                   .s_rdata(s_rdata),
                   .sram_wr_finish(sram_wr_finish),
                   .DAT_I(DAT_I),
                   .ACK_I(ACK_I),
                   .s_addr(s_addr),
                   .s_wdata(s_wdata),
                   .s_we(s_we),
                   .s_access(s_access));
SRAMController sramcontroller(.s_addr(s_addr),
                              .s_wdata(s_wdata),
                              .s_we(s_we),
                              .s_access(s_access),
                              .clk(CLK_I),
                              .rst(RST_I),
                              .s_rdata(s_rdata),
                              .sram_wr_finish(sram_wr_finish),
                              .Sram_addr(Sram_addr),
                              .Sram_wen(Sram_wen),
                              .Sram_oen(Sram_oen),
                              .Sram_cen(Sram_cen),
                              .Sram_iodata(Sram_data));
endmodule
`timescale 1ns / 1ps
module WB_slave_interface(
input CLK_I,
input RST_I,
input [31:0] ADR_O,
input [31:0] DAT_O,
input WE_O,
input STB_O,
input CYC_O,
input [31:0] s_rdata,
input sram_wr_finish,
output reg [31:0] DAT_I,
output reg ACK_I,
output reg [31:0] s_addr,
output reg [31:0] s_wdata,
output reg s_we,
output reg s_access
);
reg [3:0] state;
initial begin
    state = 0;
end
always @(posedge CLK_I) begin
    if(state == 0) begin
        if(CYC_O && STB_O) begin
            state = 1;    
            s_addr = ADR_O;
            s_access = 1;
            if(!WE_O) begin 
                s_we = 0;
            end
            else begin
                s_we = 1;
                s_wdata = DAT_O;
            end
        end
    end
    else if(state == 1) begin
        if(sram_wr_finish) begin
            if(!WE_O) begin           
                DAT_I =  s_rdata;
            end
            s_access = 0;
            s_we = 0;
            ACK_I = 1;     
            state = 2;   
        end             
    end
    else if(state == 2) begin
        if(!STB_O && !CYC_O) begin
            DAT_I = 32'hxxxxxxxx;
            ACK_I = 0;
            state = 0;
        end       
    end
end
endmodule

===== flow/run.sh =====
#!/bin/bash
# OpenROAD 26Q1-2900-gdf79404cd8, Yosys 0.63+post, stock flow scripts
make -C /OpenROAD-flow-scripts/flow DESIGN_CONFIG=/design/flow/config.mk WORK_HOME=/design/flow/orfs finish

===== flow/config.mk =====
export PLATFORM = sky130hd
export DESIGN_NAME = WB_SRAM_Controller
export DESIGN_NICKNAME = WB_SRAM_Controller
export VERILOG_FILES = /design/flow/design.v
export SDC_FILE = /design/flow/constraint.sdc
export NUM_CORES = 4
export LEC_CHECK = 1
export CORE_UTILIZATION = 50

===== flow/constraint.sdc =====
current_design WB_SRAM_Controller

set clk_period 3.5
set clk_io_pct 0.2

create_clock -name clk0 -period $clk_period [get_ports {CLK_I}]

set non_clock_inputs [all_inputs -no_clocks]
set_input_delay [expr $clk_period * $clk_io_pct] -clock clk0 $non_clock_inputs
set_output_delay [expr $clk_period * $clk_io_pct] -clock clk0 [all_outputs]

==> flow_summary.yaml <==
# implementation run metrics
clock_tree:
  cts-resized-gates: 0
  root_buffer: "clkbuf_16"
  cts_htree_levels: 4
  cts_buffers: 17
  clockBufferDepth: 2
  postCtsSetupBuffers: 0
  hold_buffers: 0
  cts_sinks: 150
die:
  die_y_um: 112
  fp_util_pct: 52.1
  num_io_pins: 130
  row_count: 39
  die_x_um: 112
synth:
  edf_count: 135
  ys_types: 55
  ys_async_sr_fraction_pct: 10.0
  yosys_area_um2: 6050
  top_cells_by_count: "edfxtp_1, nand2_1, o21ai_0, nor2_1, nand3_1"
  synth_top_cell_by_count: "edfxtp_1"
  ys_cells: 415
  top_cells_by_area: "edfxtp_1, dfrtp_1, o21ai_0"
  synth_top_flop_cell: "edfxtp_1"
  synth_flops: 150
  netlist_area_um2: 6050
  compound_area_share_pct: 9.89
  top_cell_area_share_pct: 67.0
  yosysWarnings: 4
  avgSynthCellArea_um2: 14.6
  fa_ha_area_share_pct: 2.07
  synthXorXnorAreaFrac_pct: 2.03
  yosysTopAreaCell: "edfxtp_1"
  synth.area.mux_share_pct: 0.186
  synthCells: 415
  postSynthSeqShare_pct: 73.3
  logic_family: "simple AND/OR/NAND/NOR gates"
  synth.cellmix.simpleShare_pct: 10.0
place:
  place.gp.congestion: 0.893
  post-place-ws_ns: 0.982
  dpl.hpwl_mm: 7.80
  portBuffers: 106
run_status:
  stop_stage: "clock tree synthesis (4_1_cts)"
  status: "did not finish"
  error: "[error] [KeplerFormal.cpp:679] Workflow failed: Iso has multiple drivers: .Sram_data0, Sram_data[0]$_DFFE_PP0P_.Q0"
## metrics by stage
step | instance area [µm²] | hold slack (ns) | power, W | instances | utilization, %
2_1_floorplan | 6050 | 0.400 | 0.00303 | 415 | -
3_5_place_dp | 7270 | 0.405 | 0.00344 | 651 | 62.6
3_3_place_gp | 7270 | 0.400 | 0.00342 | 651 | 62.6
## logic make-up after synthesis
group                      count (synthesis)
muxes                                      1
buffers and inverters                     34
adders and majority gates                 10
xor gates and xnor gates                  14
and+or+nand+nor                          119
AOI/OAI and AO/OA                         87
DFF                                      150
Power figures rest on the tool's default switching activity, not on a simulated workload.
